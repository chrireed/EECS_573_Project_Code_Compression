==> design/flow/run.sh <==
#!/bin/bash
# OpenROAD 26Q1-2900-gdf79404cd8, Yosys 0.63+post, stock flow scripts
make -C /OpenROAD-flow-scripts/flow DESIGN_CONFIG=/design/flow/config.mk WORK_HOME=/design/flow/orfs finish
==> design/flow/config.mk <==
export PLATFORM = sky130hd
export DESIGN_NAME = icache_Xwa_wide_comp
export DESIGN_NICKNAME = icache_Xwa_wide_comp
export VERILOG_FILES = /design/flow/design.v
export SDC_FILE = /design/flow/constraint.sdc
export NUM_CORES = 4
export LEC_CHECK = 1
export CORE_UTILIZATION = 30
export SYNTH_MEMORY_MAX_BITS = 65536
==> design/flow/constraint.sdc <==
current_design icache_Xwa_wide_comp

set clk_period 360.0
set clk_io_pct 0.2

create_clock -name clk0 -period $clk_period [get_ports {clk}]

set non_clock_inputs [all_inputs -no_clocks]
set_input_delay [expr $clk_period * $clk_io_pct] -clock clk0 $non_clock_inputs
set_output_delay [expr $clk_period * $clk_io_pct] -clock clk0 [all_outputs]
==> design/flow/design.v <==
module icache_Xwa_wide_comp #(
    parameter CACHE_SIZE = 512,  
    parameter NUM_WAYS   = 32,  
    parameter NUM_BLOCKS = 4,  
    parameter BLOCK_SIZE = 2   
) (
    input            clk,
    input            resetn,
    input               proc_valid,
    output reg          proc_ready,
    input        [31:0] proc_addr,
    output reg   [8*BLOCK_SIZE - 1:0] proc_rdata,
    output reg         mem_req_valid,
    input              mem_req_ready,
    output reg [31:0]  mem_req_addr,
    input      [8*BLOCK_SIZE*NUM_BLOCKS - 1:0]  mem_req_rdata
);
    localparam NUM_LINES   = CACHE_SIZE / (NUM_BLOCKS * BLOCK_SIZE);
    localparam LINE_BITS   = $clog2(NUM_LINES);
    localparam NUM_SETS    = NUM_LINES/NUM_WAYS;
    localparam INDEX_BITS  = $clog2(NUM_SETS);
    localparam WAY_BITS    = $clog2(NUM_WAYS);
    localparam OFFSET_BITS = $clog2(NUM_BLOCKS);
    localparam BYTE_OFFSET_BITS = 2;
    localparam TAG_BITS    = 32 - INDEX_BITS - OFFSET_BITS - BYTE_OFFSET_BITS;
    reg [TAG_BITS-1:0]                  tags    [0:NUM_SETS-1][0:NUM_LINES/NUM_SETS-1];
    reg [8*BLOCK_SIZE*NUM_BLOCKS-1:0]   data    [0:NUM_SETS-1][0:NUM_LINES/NUM_SETS-1];
    reg                                 valid   [0:NUM_SETS-1][0:NUM_LINES/NUM_SETS-1];
    reg [WAY_BITS-1:0]                  replace [0:NUM_SETS-1];
    wire [INDEX_BITS-1:0]   index;
    wire [TAG_BITS-1:0]     tag;   
    wire [OFFSET_BITS-1:0]  block_offset;  
    integer i;
    integer j;
    integer k;
    integer way_idx;
    reg cache_miss;
    reg xfer;
    reg [31:0] proc_req_addr;
    assign block_offset = proc_addr[OFFSET_BITS + BYTE_OFFSET_BITS - 1: BYTE_OFFSET_BITS];
    assign index = proc_addr[INDEX_BITS - 1 + OFFSET_BITS + BYTE_OFFSET_BITS: OFFSET_BITS + BYTE_OFFSET_BITS];
    assign tag = proc_addr[31:32-TAG_BITS];
    always @(posedge clk) begin
        if (~resetn) begin
            proc_ready      <= 0;
            mem_req_valid   <= 0;
            cache_miss      <= 0;
            xfer            <= 0;
            for (i = 0; i < NUM_SETS; i = i + 1) begin
                for(j = 0; j < NUM_WAYS; j = j + 1) begin
                    valid[i][j] <= 0;
                end
            end
            for (k = 0; k < NUM_SETS; k = k + 1) begin
                replace[k] <= 0;
            end
        end else begin
            if (proc_valid & ~xfer) begin
                if(~cache_miss) begin
                    proc_ready      <= 0;
                    cache_miss      <= 1;
                    proc_req_addr   <= proc_addr;
                    for (way_idx = 0; way_idx < NUM_WAYS; way_idx = way_idx + 1) begin
                        if (~cache_miss && valid[index][way_idx] && (tags[index][way_idx] == tag)) begin
                            proc_ready <= 1;
                            proc_rdata <= data[index][way_idx][block_offset*(8*BLOCK_SIZE) +: (8*BLOCK_SIZE)];  
                            xfer <= 1;
                            cache_miss <= 0;  
                        end
                    end  
                end else begin
                    mem_req_addr  <= {proc_req_addr[31:OFFSET_BITS + BYTE_OFFSET_BITS], {OFFSET_BITS{1'b0}}, {BYTE_OFFSET_BITS{1'b0}}};
                    if(~mem_req_ready) begin
                        mem_req_valid <= 1;
                    end else begin
                        data[index][replace[index]]  <= mem_req_rdata;
                        mem_req_valid                <= 0;
                        tags[index][replace[index]]  <= tag;
                        valid[index][replace[index]] <= 1;
                        replace[index]               <= replace[index] + 1;
                        cache_miss                   <= 0;
                    end  
                end  
            end else begin 
                proc_ready      <= 0;
                mem_req_valid   <= 0;
                xfer            <= 0;
                cache_miss      <= 0;
            end  
        end  
    end  
endmodule
==> impl_metrics.yaml <==
# synthesis and place-and-route metrics
status:
  status: "finished, final reports clean"
final_timing:
  max_slew_margin_pct: 23.3
  slew_viol_final: 0
  skew_ps: 104
  hold_viol: 0
  rsz0062_at_grt: "no"
  fin_setup_tns_ps: 0
  hold_ws_ps: 414
  min_period_over_period_pct: 23.1
  setup_viol: 0
  min_period_ps: 83220
  worstMarginPinSlew_ps: 1140
  max_freq_mhz: 12.0
  setup_slack_ps: 276780
clocking:
  clock_sinks: 5974
  htree_levels: 6
  cts_tree: "yes"
  cts.repair.resized: 0
  numCtsBuffers: 583
  cts-root-buf: "clkbuf_16"
  clkTransAtPathRegs_ps: 60
  cts_setup_buffers: 0
  cts_buffer_depth: 4
  clock.latency.late_pin_ps: 1150
  hold_buffers: 0
synth:
  yosysWarnings: 2
  postSynthSeqShare_pct: 73.7
  ys_types: 91
  ys.flops: 5974
  yosys_area_um2: 242000
  ff_type: "edfxtp_1"
  edf_count: 5896
  syn_inst: 15100
  synthArstFlopShare_pct: 0
  ys_cells: 15100
  syn_area_per_cell_um2: 16.0
  syn_area_um2: 242000
global_routing:
  overflow: 0
  grt.total_usage_pct: 19.6
  grt_pass1_wl_um: 1070000
  grt_pass1_vias: 143000
  grt_max_degree: 83
  antenna_found_initial: 39
routing:
  drtPass1Iterations: 6
  routedWlPerCell_um: 28.3
  vias_per_cell: 5.16
  drt_wl_total_um: 764000
  drc_errors: 0
  ant_nets: 0
  drt_iter0_drc: 10600
  vias: 139000
critical_path:
  end_kind: "flop"
  critPathArrivalTime_ps: 84070
  cp-start-kind: "primary input"
  crit_type: "in -> reg"
  critPathRequiredTime_ps: 360850
  worst_path_max_delay_cell: "a311oi_1"
  critPathMaxStageDelay_ps: 930
  crit_path_frequent_cell: "buf_4"
  worst-path-max-fanout: 78
min_path:
  min_path_type: "reg -> reg"
die:
  io_pins: 150
  core-area_um2: 804000
  die-area_um2: 812000
  fp_util_pct: 30.2
  die_w_um: 901
  fp.dieH_um: 901
  rows: 329
job:
  warnings: 28
  drv_cap: 0
placement:
  dp_hpwl_um: 445000
  io_buffers: 143
  place_congestion: 0.919
  dp_cells: 25900
  pre_cts_slack_ps: 275860
layout:
  drive_gt1_share_pct: 12.2
  stdcell_count: 27000
  syn_to_final_growth_pct: 14.4
pwr:
  vdd_drop_max_mv: 0.00569
  p_leak_nw: 91.7
  p_per_area_nw_per_um2: 5.03
[Yosys cell counts (41+ instances only)]
cell type,number,area (um2)
nor4b_1,62,543
a311oi_1,41,359
xnor2_1,734,6430
nand4_1,116,726
buf_2,243,1220
xor2_1,134,1170
nor4_1,311,1950
clkbuf_1,317,1190
a41o_1,56,561
or4_1,86,646
edfxtp_1,5896,177000
buf_1,87,327
a221o_1,58,581
mux2i_1,2100,21000
o211ai_1,56,420
o221ai_1,102,893
nor3_1,87,435
o22ai_1,153,957
nand2_1,1505,5650
dfxtp_1,78,1560
a21o_1,90,676
a211o_1,55,482
a31oi_1,105,657
buf_6,90,1010
buf_4,135,1010
nand3_1,454,2270
nor2_1,301,1130
mux2_2,189,2130
a21oi_1,422,2110
a211oi_1,83,623
o21ai_0,390,1950
[power by group]
part	switching, mW	internal, mW
clock network	0.262	0.326
registers	0.000150	0.764
logic	0.0298	0.0116
[logic make-up (layout without fill, tap and decap cells)]
group                      Yosys count  count (layout)  share of synthesized area (%)
AOI/OAI and AO/OA                 1985            1985                           5.49
xor gates and xnor gates           868             868                           3.14
adders and majority gates            1               1                        0.00516
buffers and inverters              909            1971                           2.09
DFF                               5974            5974                           73.7
muxes                             2295            2295                           9.58
other                                1              70                        0.00155
and+or+nand+nor                   3100            3100                           6.03
[area by class of cell]
class,instances,area [um2]
Fill cell,75200,527000
Timing Repair Buffer,896,7170
Tap cell,10800,13500
Inverter,23,86.3
Antenna cell,66,165
Multi-Input combinational cell,8253,59800
Clock buffer,793,15900
Clock inverter,259,2130
Sequential cell,5974,179000
[placed cells by master, fill, tap and decap left out, types with 55 or more instances in the layout]
master,instances
nor4b_1,62
o22ai_1,153
clkbuf_16,599
nand3_1,451
clkinv_2,66
xnor2_1,734
diode_2,66
a21oi_1,421
a211o_1,55
o211ai_1,56
a221o_1,58
nor2_4,74
a211oi_1,82
a21o_1,88
nor4_1,300
nor3_1,85
mux2i_1,2100
nand2_1,1503
or4_1,86
a31oi_1,102
o21ai_0,390
dfxtp_1,77
edfxtp_1,5896
nand4_1,116
clkbuf_1,177
a41o_1,56
clkinv_1,124
o221ai_1,102
nor2_1,224
buf_2,64
mux2_2,189
buf_4,728
xor2_1,134
[per-stage QoR]
| stage | util [%] | total power [mW] | instance area [um2] |
|---|---|---|---|
| floorplan | - | 0.799 | 242000 |
| global placement | 32.2 | 0.820 | 259000 |
| detailed placement | 32.2 | 0.820 | 259000 |
| CTS | 34.5 | 1.40 | 277000 |
| global route | 34.5 | 1.43 | 277000 |
| finish | 34.5 | 1.39 | 277000 |
[path summary, 6_finish.rpt]
check	from	end	slack, ps	cells after the start
setup / recovery	proc_addr[4]	proc_rdata[7]	276780	25
hold / removal	proc_req_addr[28]	mem_req_addr[28]	410	0
setup reg to reg	tags[43][1]	proc_rdata[9]	350950	22
hold reg to reg	proc_req_addr[28]	mem_req_addr[28]	410	0
[worst max-delay path: cells and delay by family]
| kind | cells | cell delay, ps |
|---|---|---|
| buf+inv | 11 | 6290 |
| compound gates | 7 | 3270 |
| simple gates | 5 | 1430 |
| mux | 1 | 360 |
| xor+xnor | 1 | 250 |
[sequential cells by signal, indices dropped and copies added, names as in the netlist]
signal / flops
xfer: 1
mem_req_addr: 28
mem_req_valid: 1
proc_ready: 1
proc_req_addr: 28
data: 4096
replace: 10
tags: 1728
proc_rdata: 16
valid: 64
cache_miss: 1
[per-layer routing]
layer,vias to the layer above,wire length (um),part of all wire [%],global-route usage [%]
met5,-,3530,0.46,3.47
met4,93,33400,4.4,6.76
met3,1645,145000,19,16.9
met2,9061,333000,44,27.9
met1,68300,248000,33,21.2
li1,60300,-,-,-
Power is estimated from default activity; no workload was simulated.
